### design/flow/run.sh
#!/bin/bash
# OpenROAD 26Q1-2900-gdf79404cd8, Yosys 0.63+post, stock flow scripts
make -C /OpenROAD-flow-scripts/flow DESIGN_CONFIG=/design/flow/config.mk WORK_HOME=/design/flow/orfs finish
### design/flow/config.mk
export PLATFORM = sky130hd
export DESIGN_NAME = MorraCinese
export DESIGN_NICKNAME = MorraCinese
export VERILOG_FILES = /design/flow/design.v
export SDC_FILE = /design/flow/constraint.sdc
export NUM_CORES = 4
export LEC_CHECK = 1
export CORE_AREA = 10 10 113 113
export DIE_AREA = 0 0 123 123
export SYNTH_HDL_FRONTEND = slang
### design/flow/constraint.sdc
current_design MorraCinese

set clk_period 1.7
set clk_io_pct 0.2

create_clock -name clk0 -period $clk_period [get_ports {clk}]

set non_clock_inputs [all_inputs -no_clocks]
set_input_delay [expr $clk_period * $clk_io_pct] -clock clk0 $non_clock_inputs
set_output_delay [expr $clk_period * $clk_io_pct] -clock clk0 [all_outputs]
### design/flow/design.v
module MorraCinese(
  input reg [1:0]PRIMO, reg [1:0]SECONDO, reg clk, reg INIZIA,
  output reg [1:0]MANCHE, reg [1:0]PARTITA);
  reg [1:0] stato= 2'b00;
  reg [1:0] stato_prossimo= 2'b00;
  reg NP, PMAX, PM, VALIDA;
  reg [4:0] A;
  reg [4:0] B;
  reg C;
  reg[1:0] mossap;
  reg[1:0] mossas;
  reg[1:0] up=2'b00;
  reg[1:0] us=2'b00;
  reg[4:0] contpartite= 5'b00000;
  reg[4:0] partite= 5'b00000;
  always @(clk) begin : UPDATE
        stato = stato_prossimo;      
    end
  always @(stato, PRIMO, SECONDO, INIZIA, NP, PMAX, VALIDA) begin: FSM 
    case(stato) 
      2'b00:begin 
        if((PRIMO==2'b01 && SECONDO==2'b11 && ~INIZIA && ~PMAX && ~VALIDA) || (PRIMO==2'b11 && SECONDO==2'b10 && ~INIZIA && ~PMAX && ~VALIDA) || (PRIMO==2'b10 && SECONDO==2'b01 && ~INIZIA && ~PMAX && ~VALIDA)) begin
          MANCHE = 2'b01;
          PARTITA = 2'b00;
          PM = 1'b0;
          stato_prossimo = 2'b01;
        end
        else if((PRIMO==2'b11 && SECONDO==2'b01 && ~INIZIA && ~PMAX && ~VALIDA) || (PRIMO==2'b10 && SECONDO==2'b11 && ~INIZIA && ~PMAX && ~VALIDA) || (PRIMO==2'b01 && SECONDO==2'b10 && ~INIZIA && ~PMAX && ~VALIDA)) begin
          MANCHE = 2'b10;
          PARTITA = 2'b00;
          PM = 1'b0;
          stato_prossimo = 2'b10;
        end
        else if((PRIMO==2'b01 && SECONDO==2'b01 && ~INIZIA && ~PMAX && ~VALIDA) || (PRIMO==2'b10 && SECONDO==2'b10 && ~INIZIA && ~PMAX && ~VALIDA) || (PRIMO==2'b11 && SECONDO==2'b11 && ~INIZIA && ~PMAX && ~VALIDA)) begin
          MANCHE = 2'b11;
          PARTITA = 2'b00;
          PM = 1'b0;
          stato_prossimo = 2'b00;
        end
        else if((PRIMO==2'b01 && SECONDO==2'b11 && ~INIZIA && NP && PMAX && ~VALIDA) || (PRIMO==2'b11 && SECONDO==2'b10 && ~INIZIA && NP && PMAX && ~VALIDA) || (PRIMO==2'b10 && SECONDO==2'b01 && ~INIZIA && NP && PMAX && ~VALIDA)) begin
          MANCHE = 2'b01;
          PARTITA = 2'b01;
          PM = 1'b0;
          stato_prossimo = 2'b11;
        end
        else if((PRIMO==2'b11 && SECONDO==2'b01 && ~INIZIA && NP && PMAX && ~VALIDA) || (PRIMO==2'b10 && SECONDO==2'b11 && ~INIZIA && NP && PMAX && ~VALIDA) || (PRIMO==2'b01 && SECONDO==2'b10 && ~INIZIA && NP && PMAX && ~VALIDA)) begin
          MANCHE = 2'b10;
          PARTITA = 2'b10;
          PM = 1'b0;
          stato_prossimo = 2'b11;
        end 
        else if((PRIMO==2'b01 && SECONDO==2'b01 && ~INIZIA && NP && PMAX && ~VALIDA) || (PRIMO==2'b10 && SECONDO==2'b10 && ~INIZIA && NP && PMAX && ~VALIDA) || (PRIMO==2'b11 && SECONDO==2'b11 && ~INIZIA && NP && PMAX && ~VALIDA)) begin
          MANCHE = 2'b11;
          PARTITA = 2'b11;
          PM = 1'b0;
          stato_prossimo = 2'b11;
        end
        else if(~INIZIA && VALIDA) begin
          MANCHE = 2'b00;
          PARTITA = 2'b00;
          PM = 1'b0;
          stato_prossimo = 2'b00;
        end
        else if(INIZIA) begin
          MANCHE = 2'b00;
          PARTITA = 2'b00;
          PM = 1'b1;
          stato_prossimo = 2'b00;
        end
      end
      2'b01: begin
        if((PRIMO==2'b11 && SECONDO==2'b01 && ~INIZIA && ~PMAX && ~VALIDA) || (PRIMO==2'b10 && SECONDO==2'b11 && ~INIZIA && ~PMAX && ~VALIDA) || (PRIMO==2'b01 && SECONDO==2'b10 && ~INIZIA && ~PMAX && ~VALIDA)) begin
          MANCHE = 2'b10;
          PARTITA = 2'b00;
          PM = 1'b0;
          stato_prossimo = 2'b00;
        end
        else if((PRIMO==2'b01 && SECONDO==2'b01 && ~INIZIA && ~PMAX && ~VALIDA) || (PRIMO==2'b10 && SECONDO==2'b10 && ~INIZIA && ~PMAX && ~VALIDA) || (PRIMO==2'b11 && SECONDO==2'b11 && ~INIZIA && ~PMAX && ~VALIDA)) begin
          MANCHE = 2'b11;
          PARTITA = 2'b00;
          PM = 1'b0;
          stato_prossimo = 2'b01;
        end
        else if((PRIMO==2'b01 && SECONDO==2'b11 && ~INIZIA && ~NP && ~PMAX && ~VALIDA) || (PRIMO==2'b11 && SECONDO==2'b10 && ~INIZIA && ~PMAX && ~VALIDA) || (PRIMO==2'b10 && SECONDO==2'b01 && ~INIZIA && ~PMAX && ~VALIDA)) begin
          MANCHE = 2'b01;
          PARTITA = 2'b00;
          PM = 1'b0;
          stato_prossimo = 2'b01;
        end
        else if((PRIMO==2'b01 && SECONDO==2'b11 && ~INIZIA && NP && ~VALIDA) || (PRIMO==2'b11 && SECONDO==2'b10 && ~INIZIA && NP && ~VALIDA) || (PRIMO==2'b10 && SECONDO==2'b01 && ~INIZIA && NP && ~VALIDA)) begin
          MANCHE = 2'b01;
          PARTITA = 2'b01;
          PM = 1'b0;
          stato_prossimo = 2'b11;
        end
        else if((PRIMO==2'b01 && SECONDO==2'b01 && ~INIZIA && NP && PMAX && ~VALIDA) || (PRIMO==2'b10 && SECONDO==2'b10 && ~INIZIA && NP && PMAX && ~VALIDA) || (PRIMO==2'b11 && SECONDO==2'b11 && ~INIZIA && NP && PMAX && ~VALIDA)) begin
          MANCHE = 2'b11;
          PARTITA = 2'b01;
          PM = 1'b0;
          stato_prossimo = 2'b11;
        end
        else if((PRIMO==2'b11 && SECONDO==2'b01 && ~INIZIA && NP && PMAX && ~VALIDA) || (PRIMO==2'b10 && SECONDO==2'b11 && ~INIZIA && NP && PMAX && ~VALIDA) || (PRIMO==2'b01 && SECONDO==2'b10 && ~INIZIA && NP && PMAX && ~VALIDA)) begin
          MANCHE = 2'b10;
          PARTITA = 2'b11;
          PM = 1'b0;
          stato_prossimo = 2'b11;
        end 
        else if(~INIZIA && VALIDA) begin
          MANCHE = 2'b00;
          PARTITA = 2'b00;
          PM = 1'b0;
          stato_prossimo = 2'b01;
        end
        else if(INIZIA) begin
          MANCHE = 2'b00;
          PARTITA = 2'b00;
          PM = 1'b1;
          stato_prossimo = 2'b00;
        end
      end
      2'b10: begin
        if((PRIMO==2'b01 && SECONDO==2'b11 && ~INIZIA && ~PMAX && ~VALIDA) || (PRIMO==2'b11 && SECONDO==2'b10 && ~INIZIA && ~PMAX && ~VALIDA) || (PRIMO==2'b10 && SECONDO==2'b01 && ~INIZIA && ~PMAX && ~VALIDA)) begin
          MANCHE = 2'b01;
          PARTITA = 2'b00;
          PM = 1'b0;
          stato_prossimo = 2'b00;
        end
        else if((PRIMO==2'b01 && SECONDO==2'b01 && ~INIZIA && ~PMAX && ~VALIDA) || (PRIMO==2'b10 && SECONDO==2'b10 && ~INIZIA && ~PMAX && ~VALIDA) || (PRIMO==2'b11 && SECONDO==2'b11 && ~INIZIA && ~PMAX && ~VALIDA)) begin
          MANCHE = 2'b11;
          PARTITA = 2'b00;
          PM = 1'b0;
          stato_prossimo = 2'b10;
        end
        else if((PRIMO==2'b11 && SECONDO==2'b01 && ~INIZIA && ~NP && ~PMAX && ~VALIDA) || (PRIMO==2'b10 && SECONDO==2'b11 && ~INIZIA && ~NP && ~PMAX && ~VALIDA) || (PRIMO==2'b01 && SECONDO==2'b10 && ~INIZIA && ~NP && ~PMAX && ~VALIDA)) begin
          MANCHE = 2'b10;
          PARTITA = 2'b00;
          PM = 1'b0;
          stato_prossimo = 2'b10;
        end
        else if((PRIMO==2'b01 && SECONDO==2'b01 && ~INIZIA && NP && PMAX && ~VALIDA) || (PRIMO==2'b10 && SECONDO==2'b10 && ~INIZIA && NP && PMAX && ~VALIDA) || (PRIMO==2'b11 && SECONDO==2'b11 && ~INIZIA && NP && PMAX && ~VALIDA)) begin
          MANCHE = 2'b11;
          PARTITA = 2'b10;
          PM = 1'b0;
          stato_prossimo = 2'b11;
        end
        else if((PRIMO==2'b11 && SECONDO==2'b01 && ~INIZIA && NP && ~VALIDA) || (PRIMO==2'b10 && SECONDO==2'b11 && ~INIZIA && NP && ~VALIDA) || (PRIMO==2'b01 && SECONDO==2'b10 && ~INIZIA && NP && ~VALIDA)) begin
          MANCHE = 2'b10;
          PARTITA = 2'b10;
          PM = 1'b0;
          stato_prossimo = 2'b11;
        end
        else if((PRIMO==2'b01 && SECONDO==2'b11 && ~INIZIA && NP && PMAX && ~VALIDA) || (PRIMO==2'b11 && SECONDO==2'b10 && ~INIZIA && NP && PMAX && ~VALIDA) || (PRIMO==2'b10 && SECONDO==2'b01 && ~INIZIA && NP && PMAX && ~VALIDA)) begin
          MANCHE = 2'b01;
          PARTITA = 2'b11;
          PM = 1'b0;
          stato_prossimo = 2'b11;
        end
        else if(~INIZIA && VALIDA) begin
          MANCHE = 2'b00;
          PARTITA = 2'b00;
          PM = 1'b0;
          stato_prossimo = 2'b10;
        end
        else if(INIZIA) begin
          MANCHE = 2'b00;
          PARTITA = 2'b00;
          PM = 1'b1;
          stato_prossimo = 2'b00;
        end
      end
      2'b11: begin
        if(INIZIA) begin
          MANCHE = 2'b00;
          PARTITA = 2'b00;
          PM = 1'b1;
          stato_prossimo = 2'b00;
        end
      end
    endcase
  end
  always@(posedge clk) begin: DATAPATH
            if(INIZIA) begin
              partite=5'b00000;
        if(PRIMO==2'b00) begin
        	A=5'b00000;
        end
        if(PRIMO==2'b01) begin
         	A=5'b00100;
        end
        if(PRIMO==2'b10) begin
           	A=5'b01000;
        end
        if(PRIMO==2'b11) begin
          	A=5'b01100;
        end
        if(SECONDO==2'b00) begin
          	B=5'b00000;
        end
        if(SECONDO==2'b01) begin
          	B=5'b00001;
        end
        if(SECONDO==2'b10) begin
          	B=5'b00010;
        end
        if(SECONDO==2'b11) begin
          	B=5'b00011;
        end
        partite=A+B+5'b00100;
            up=2'b00;
  			us=2'b00;
            contpartite= 5'b00000;
              end
              else begin
       if(PRIMO==2'b00) begin
          mossap=2'b00;
        end
        if(PRIMO==2'b01) begin
          mossap=2'b01;
        end
        if(PRIMO==2'b10) begin
          mossap=2'b10;
        end
        if(PRIMO==2'b11) begin
          mossap=2'b11;
        end
        if(SECONDO==2'b00) begin
          mossas=2'b00;
        end
        if(SECONDO==2'b01) begin
          mossas=2'b01;
        end
        if(SECONDO==2'b10) begin
          mossas=2'b10;
        end
        if(SECONDO==2'b11) begin
          mossas=2'b11;
        end 
                if(PRIMO==2'b00 || SECONDO==2'b00)begin
                  C=1'b1;
                end
                else begin 
                  C=1'b0;
                end
                if(PM)begin
                  if((mossap==2'b00 || mossas==2'b00) || C==1'b1) begin
                    VALIDA=1'b1;
                    if(contpartite > 5'b00011) begin
                      NP=1'b1;
                      end
                      else begin
                        NP=1'b0;
                        end
                    if(contpartite==partite) begin
                      PMAX=1'b1;
                      end
                      else begin
                        PMAX=1'b0;
                       end
                      end
                   else begin
                     VALIDA=1'b0;
                      contpartite= contpartite + 5'b00001;
                     if(contpartite > 5'b00011) begin
                        NP=1'b1;
                        end
                        else begin
                          NP=1'b0;
                          end
                      if(contpartite==partite) begin
                        PMAX=1'b1;
                        end
                        else begin
                          PMAX=1'b0;
                         end
                        end
                  if(MANCHE==2'b01) begin
                      up=mossap;
                      us=2'b00;
                    end
                    else if(MANCHE==2'b10) begin
                      up=2'b00;
                      us=mossas;
                    end
                    else begin
                      us=2'b00;
                      up=2'b00;
                    end
                end
                      else begin
                        if((mossap==up || mossas==us) || C==1'b1) begin
                          VALIDA=1'b1;
                          if(contpartite > 5'b00011) begin
                            NP=1'b1;
                            end
                            else begin
                              NP=1'b0;
                              end
                          if(contpartite==partite) begin
                            PMAX=1'b1;
                            end
                            else begin
                              PMAX=1'b0;
                             end
                            end
                         else begin
                           VALIDA=1'b0;
                            contpartite= contpartite + 5'b00001;
                           if(contpartite > 5'b00011) begin
                              NP=1'b1;
                              end
                              else begin
                                NP=1'b0;
                                end
                            if(contpartite==partite) begin
                              PMAX=1'b1;
                              end
                              else begin
                                PMAX=1'b0;
                               end
                              end
                              end
                  if(MANCHE==2'b01) begin
                      up=mossap;
                      us=2'b00;
                    end
                    else if(MANCHE==2'b10) begin
                      up=2'b00;
                      us=mossas;
                    end
                    else begin
                      us=2'b00;
                      up=2'b00;
                    end
                            end
                           end
                       endmodule
==> results.toml <==
# yosys + openroad results
[layout]
stdcell_area_um2 = 2360
fin_cells = 373
syn_to_final_growth_pct = 31.1
drive_above_1_share = 0.262
final_util = 0.228
nFillCells = 1107

[synthesis]
ys.flop_type = "dfxtp_1"
synthDominantAreaCellType = "edfxtp_1"
numSynthFlops = 24
yosysWarnings = 16
synth_top_area_share = 0.134
syn-cell-area_um2 = 1800
enable_flop_cells = 8
yosysCellCount = 216
synth.avg_cell_area_um2 = 8.33
ys_chip_area_um2 = 1800
synth_cells = 216
area_leaders = "edfxtp_1, dfxtp_1, ha_1"
yosys.cell_types.count = 60
async_flop_share = 0

[run]
maxCapViolations = 0
warnings = 34

[floorplanning]
chipWidth_um = 123
coreArea_um2 = 10300
rows = 37
dieHeight_um = 123
io_pins = 10
dieArea_um2 = 15100
fp-utilization = 0.174

[clocking]
cts_root_buffer = "clkbuf_8"
numCtsBuffers = 3
clk_pin_slew_ns = 0.06
cts_tree = "done"
worstSkewPairLatency_ns = 0.25
h-tree-depth = 1
cts_buffer_depth = 2

[global_routing]
antenna_found_initial = 0
grt_use_total = 0.0591
grt-ovfl-total = 0
grt_pass1_vias = 1562
grt_max_degree = 15
grt_pass1_wl_um = 7510

[sta]
timing.final.ws_setup_ns = 0.0785
unclocked_pins = 7
hold_viol = 0
drv_slew = 0
relSlewSlack = 0.619
grt_setup_unrepaired = "false"
period_minus_slack_ns = 1.62
finalCritPeriodShare = 0.954
max_freq_mhz = 617
setup_violations = 0
skew_ns = 0.00173
worst_slew_pin_slew_ns = 0.572
untimed_endpoints = 11

[drt]
wirelength_um = 4380
drt_iter0_markers = 111
routed_via_density = 4.40
firstDrtPassIters = 4
drcViolationCount = 0
num_vias = 1643
antenna_left = 0
diodes = 0
routedWlPerCell_um = 11.7

[critical_path]
cp-start-kind = "primary input"
critical_path_class = "primary input to flop"
arrival_ns = 1.62
cp_num_buf_inv = 3
crit_slowest_cell = "or4b_4"
crit_path_max_incr_delay_ns = 0.55
critical_path.max_fanout = 4
crit_family = "simple AND/OR/NAND/NOR gates"
path_cells = "buf_6, inv_12, ha_4, or4b_4, clkinv_4, nor2_4, mux2_4"
endpoint_kind = "flop"
cp.required_ns = 1.70

[placement]
place_congestion = 0.871
numPortBuffers = 9
placed_area_um2 = 2240
pre_cts_ws_ns = -0.702
dp.cells = 368
hpwl_um = 3300

[status]
outcome = "finished clean"

[power_and_ir_drop]
combPwrFrac = 0.347
p_int_uw = 859
p_sw_frac = 0.322
pwr-share-clk = 0.232
p_leak_nw = 0.848
power_mw = 1.27
ir_drop_mv = 0.341
pwr-share-seq = 0.421
switchingPower_uw = 408
cellPowerDensity_nw_per_um2 = 537

[hold_path]
hold_class = "primary input to flop"
==> power groups by stage <==
stage	Clock (mW)	Sequential, mW	Combinational, mW
CTS	0.305	0.527	0.436
global route	0.329	0.540	0.487
finish	0.294	0.533	0.440
==> stage by stage <==
step                TNS (ns)  hold slack (ns)
CTS                 -0.00333            0.552
detailed placement     -4.73            0.610
global route               0            0.462
global placement       -4.60            0.608
floorplan            -0.0113            0.452
finish                     0            0.451
==> metal layers <==
layer	up-vias	track usage	wire (um)
met5	-	0	0
met4	0	0.00728	63
met3	4	0.0116	192
met2	34	0.0964	2040
met1	772	0.0821	2080
li1	833	-	-
==> layout make-up <==
type | count | area, um2 | share of cell area
clock buffers | 4 | 45.0 | 0.0191
flip-flops and latches | 24 | 528 | 0.224
well taps | 136 | 170 | 0.0721
inverters | 12 | 70.1 | 0.0297
multi-input cells | 163 | 1250 | 0.530
repair buffers | 34 | 295 | 0.125
==> flip-flops by register name, summed over array words and instances (netlist names), 2 cells and up <==
signal       flops
MANCHE           2
PARTITA          2
contpartite      5
partite          5
stato            2
up               2
us               2
==> cell families (layout without fill, tap and decap cells) <==
logic type,count (synthesis),count (layout),synth area share
simple gates,70,70,0.217
compound gates,64,64,0.241
buf+inv,29,50,0.0758
flops,17,17,0.234
xor+xnor,10,10,0.0487
mux,10,10,0.0626
fa+ha+maj,9,9,0.0626
latches,7,7,0.0584
==> layout by cell type (no fill, tap or decap), drive strengths merged, types with 3 or more instances in the layout <==
master         Yosys  routed
buf                9      27
a21oi             18      18
o21ai             17      17
nor2              15      15
nand2             12      12
inv               10      10
dfxtp              9       9
ha                 9       9
edfxtp             8       8
dlxtp              7       7
nor2b              7       7
nor3               7       7
mux2i              6       6
nand3              6       6
xor2               6       6
clkbuf             8       6
nand2b             5       5
clkdlybuf4s50      0       5
nor4b              4       4
xnor2              4       4
a211oi             4       4
mux2               4       4
nor4               3       3
==> synthesized netlist by cell type (all sizes together), types with 5 or more instances <==
library cell   n
a21oi         18
o21ai         17
nor2          15
nand2         12
inv           10
buf            9
dfxtp          9
ha             9
clkbuf         8
edfxtp         8
dlxtp          7
nor2b          7
nor3           7
mux2i          6
nand3          6
xor2           6
nand2b         5
==> worst paths after layout <==
path | startpoint | end | slack (ns) | cells past startpoint
setup reg to reg | contpartite[1] | NP | 0.11 | 6
hold reg to reg | contpartite[3] | contpartite[3] | 0.65 | 2
hold / removal | SECONDO[1] | partite[1] | 0.45 | 2
setup / recovery | PRIMO[0] | NP | 0.08 | 7
==> what timing repair did <==
| item | CTS | global route |
|---|---|---|
| setup buffers | 3 | 1 |
| resized | 18 | 11 |
| pin swaps | 6 | 4 |
| hold buffers | 0 | 0 |
| endpoints found under the setup margin | 8 | 6 |
Power figures rest on the tool's default switching activity, not on a simulated workload.
